--- ./run.sh ---
#!/bin/bash
# OpenROAD 26Q1-2900-gdf79404cd8, Yosys 0.63+post, stock flow scripts
make -C /OpenROAD-flow-scripts/flow DESIGN_CONFIG=/design/flow/config.mk WORK_HOME=/design/flow/orfs finish
--- ./config.mk ---
export PLATFORM = sky130hd
export DESIGN_NAME = TopMod
export DESIGN_NICKNAME = TopMod
export VERILOG_FILES = /design/flow/design.v
export SDC_FILE = /design/flow/constraint.sdc
export NUM_CORES = 4
export LEC_CHECK = 1
export CORE_UTILIZATION = 30
--- ./constraint.sdc ---
current_design TopMod

set clk_period 2.3
set clk_io_pct 0.2

create_clock -name clk0 -period $clk_period [get_ports {clk}]

set non_clock_inputs [all_inputs -no_clocks]
set_input_delay [expr $clk_period * $clk_io_pct] -clock clk0 $non_clock_inputs
set_output_delay [expr $clk_period * $clk_io_pct] -clock clk0 [all_outputs]
--- ./design.v ---
`timescale 1ns / 1ps
module Hcnt(
    input clk,
    output reg v_en = 0,
    output reg [15:0] hcnt =0
    );
always @ ( posedge clk )
begin
    if(hcnt < 799)begin 
    hcnt <= hcnt + 1;
    v_en <= 1'b0;
    end 
    else begin 
        hcnt <= 0;
        v_en <= 1'b1;
    end 
end 
endmodule
`timescale 1ns / 1ps
module TopMod(
    input clk,
    output Hsync, 
    output Vsync,
    output [4:0] Red,
    output [4:0] Blue,
    output [5:0] Green 
    );
    wire v_en,div;
    wire [15:0] vcnt_wire;
    wire [15:0] hcnt_wire;
    clkdiv v1 (clk,div);
    Hcnt v2 (div, v_en, hcnt_wire);
    Vcnt v3 (div, v_en, vcnt_wire);
    assign Hsync = (hcnt_wire < 96) ? 1'b1 : 1'b0;
    assign Vsync = (vcnt_wire < 2) ? 1'b1 : 1'b0;
    assign Red = (hcnt_wire < 784 && hcnt_wire > 143 && vcnt_wire < 515 && vcnt_wire > 34) ? 5'b11111 : 5'b00000;    
    assign Green = (hcnt_wire < 784 && hcnt_wire > 143 && vcnt_wire < 515 && vcnt_wire > 34) ? 6'b111111 : 6'b000000;  
    assign Blue = (hcnt_wire < 784 && hcnt_wire > 143 && vcnt_wire < 515 && vcnt_wire > 34) ? 5'h11111 : 5'b00000;   
endmodule 
`timescale 1ns / 1ps
module Vcnt(
    input clk,
    input Ven,
    output reg [15:0] Vcnt = 0
    );
    always@(posedge clk)
    begin
        if(Ven==1'b1)begin 
            if(Vcnt<524)
                Vcnt<= Vcnt+1;
            else begin
            Vcnt<=1'b0;
            end
        end 
    end
endmodule
`timescale 1ns / 1ps
module clkdiv(
    input clk,           
    output reg clk_out   
);
    reg [15:0] counter;        
    reg [7:0] fraction_counter;  
    always @(posedge clk) begin
        if (counter < 1) begin
            counter <= counter + 1;
            clk_out <= ~clk_out;   
        end
        else begin
            counter <= 0;
            if (fraction_counter < 140) begin  
                fraction_counter <= fraction_counter + 1;
            end
            else begin
                fraction_counter <= 0;
            end
        end
    end
endmodule
==> flow_summary.ini <==
; flow metrics
[sta]
unclocked_pins = 33
count_of_endpoints_without_a_timing_constraint = 52
setup_tns_ns = 0
final.setup.worst_slack_ns = 0.953
period_needed_ns = 1.35
fmax_ghz = 0.742
setup_viol_count_final = 0
maxSlewViolCount = 0
min_period_over_period = 0.586
setup_repair_after_global_routing_missed_its_margin = false
max_slew.worst_pin.slew_ns = 0.676
hold_violations = 0
finalClockSkew_ns = 0.00637
slew_headroom = 0.549

[floorplan]
die_span_y_um = 82.6
floorplan.core_util = 0.319
num_io_pins = 19
core_area_um2 = 6100
die_area_um2 = 6820
row_count = 28
fp.dieW_um = 82.6

[final_layout]
share_of_final_layout_standard_cells_stronger_than_drive_strength_1 = 0.0498
area.combinational_um2 = 708
layoutNonFillerInstCount = 276
total_non_filler_cell_area_in_the_finished_layout_um2 = 2210
final.fill_count = 602
area_growth_pct = 13.6
flop_area_um2 = 1170

[job]
max_cap_violations = 0
warning_count = 26

[synth]
synth.most_common_cell = dfxtp_1
syn_area_um2 = 1950
ys_top_cells_by_count = dfxtp_1, nor2_1, edfxtp_1
mux_area_share = 0
postSynthRegisterBits = 50
synth-edff-count = 17
ys_async_sr_fraction = 0
postSynth.topFlopCell = dfxtp_1
syn-mean-instance-area_um2 = 11.3
synth-area-yosys_um2 = 1950
top_logic_kind = simple AND/OR/NAND/NOR gates
synth.largest_area_cell = dfxtp_1
synthDistinctLibCells = 37
simple_gate_share = 0.165
xor_share = 0.0675
top_cells_by_area = dfxtp_1, edfxtp_1, buf_4, nor2_1, xor2_1
seq_area_frac_synth = 0.602
top_cell_area_share = 0.339
synth-compound-area-share = 0.0514
netlist_instances = 172
yosys_warnings = 4
yosys_cells = 172
synth.cellmix.adderShare = 0.0257

[setup_path]
crit_required_ns = 2.26
crit_path_max_fanout = 3
critical_path_arrival_ns = 1.31
critical_path.endpoint_type = flip-flop
cp-start-kind = flip-flop
crit_type = flip-flop to flip-flop

[clock_network]
cell_at_the_root_of_the_clock_tree = clkbuf_8
cts_hold_buf = 0
clk_pin_slew_worst_paths_ns = 0.06
ctsHtreeMaxLevel = 1
number_of_buffers_created_by_cts = 3
worst_skew_pair.late_latency_ns = 0.25
cts-resized-gates = 0
postCtsSetupRepairBufs = 0
cts.path.max_buffers = 2
clock_tree_from_tritoncts = done

[drt]
diodes = 0
firstDrtPassIters = 4
drt_first_iter_violations = 28
via_count = 1138
ant_nets = 0
wire_per_inst_um = 9.10
drc = 0
via_cell_ratio = 4.12
routed_wl_mm = 2.51

[global_route]
gr-total-overflow = 0
grt_pass1_vias = 965
globalRouteMet3Util = 0.00446
initial_antenna_violation_count = 0
grt_start_max_net_pins = 34
grt_met2_use = 0.126
gr-usage-all-layers = 0.0768
met1_usage = 0.121
grt_first_pass_wirelength_mm = 4.08
grt.busiest_layer = met2

[place]
place.port_buffers = 15
placed_cells_incl_taps = 272
dp_hpwl_mm = 1.85
globalplace.congestion = 0.802
dp_slack_ns = 0.956
placement.cell_area_um2 = 2160

[power_and_ir_drop]
fin_total_pwr_mw = 0.532
maximum_vdd_ir_drop_v = 0.000427
powerDensity_nw_per_um2 = 241
total_leakage_power_nw = 0.867

[status]
run_status = complete, no violations

[hold_path]
worst_hold_path_type = flip-flop to flip-flop
[cell families after synthesis]
logic type | Yosys count
AOI/OAI and AO/OA | 12
xor gates and xnor gates | 15
adders and majority gates | 4
buffers and inverters | 26
DFF | 50
other | 1
and+or+nand+nor | 64
[layout by cell type (no fill, tap or decap)]
cell type / instances
nand2b_1: 1
buf_4: 2
conb_1: 28
xor2_1: 8
a21o_1: 1
a211o_1: 1
nor3_1: 5
nand3_1: 5
xnor2_1: 7
ha_1: 4
a31o_1: 1
or3_1: 2
nor4_1: 4
o41ai_1: 1
nor4b_1: 1
o41a_2: 1
and4_2: 1
a311oi_1: 1
nand4_1: 4
clkbuf_8: 3
nor2_1: 26
nor2b_1: 1
nor4bb_1: 1
nand2_1: 7
a31oi_1: 2
and2_1: 2
a31o_2: 1
inv_1: 7
dfxtp_1: 33
edfxtp_1: 17
clkinv_2: 1
o2111ai_1: 1
and3_1: 2
a211oi_1: 1
or4_4: 1
o31ai_1: 1
clkdlybuf4s50_1: 15
nand3b_1: 1
[registers in the layout (all words and copies together) (netlist names)]
| signal | flops |
|---|---|
| v1.clk_out | 1 |
| v1.counter | 16 |
| v2.hcnt | 16 |
| v2.v_en | 1 |
| v3.Vcnt | 16 |
[worst max-delay path, cell delays in order, from the launching register on]
cell and delay, ns:
dfxtp_1 0.32, inv_1 0.06, ha_1 0.13, nor4b_1 0.25, nand4_1 0.19, inv_1 0.11
[path summary, 6_finish.rpt]
| check | endpoint | cells after the start | slack [ns] | startpoint |
|---|---|---|---|---|
| setup / recovery | v1.clk_out | 5 | 0.95 | v1.counter[0] |
| hold / removal | v1.counter[0] | 1 | 0.45 | v1.counter[0] |
| setup reg to reg | v1.clk_out | 5 | 0.95 | v1.counter[0] |
| hold reg to reg | v1.counter[0] | 1 | 0.45 | v1.counter[0] |
[per-stage QoR]
| stage | util | hold WS, ns |
|---|---|---|
| final | 0.363 | 0.450 |
| after global placement | 0.355 | 0.437 |
| after CTS | 0.363 | 0.454 |
| after global routing | 0.363 | 0.465 |
| after detailed placement | 0.355 | 0.441 |
| after floorplan | - | 0.417 |
[area by class of cell]
class | count | share of cell area
Sequential cell | 50 | 0.530
Multi-Input combinational cell | 123 | 0.320
Timing Repair Buffer | 17 | 0.0747
Tap cell | 75 | 0.0424
Clock buffer | 3 | 0.0187
Inverter | 7 | 0.0119
Clock inverter | 1 | 0.00226
[metal layers]
| metal | share of wire | wire, um |
|---|---|---|
| met5 | 0 | 0 |
| met4 | 0 | 0 |
| met3 | 0.010 | 25 |
| met1 | 0.54 | 1360 |
| met2 | 0.45 | 1120 |
[report_power, final]
group	leakage (nW)	switching [mW]	internal, mW	total (mW)
Combinational	0.374	0.00453	0.00107	0.00560
Clock	0.0255	0.0911	0.120	0.211
Sequential	0.468	0.00331	0.312	0.315
Power and IR drop assume default switching activity.
